`/design/flow/config.mk`:
```
export PLATFORM = sky130hd
export DESIGN_NAME = fixed_32_capped_mult
export DESIGN_NICKNAME = fixed_32_capped_mult
export VERILOG_FILES = /design/flow/design.v
export SDC_FILE = /design/flow/constraint.sdc
export NUM_CORES = 4
export LEC_CHECK = 1
export CORE_UTILIZATION = 40
```
`/design/flow/constraint.sdc`:
```
current_design fixed_32_capped_mult

set clk_period 26.0
set clk_io_pct 0.2

create_clock -name clk0 -period $clk_period

set non_clock_inputs [all_inputs -no_clocks]
set_input_delay [expr $clk_period * $clk_io_pct] -clock clk0 $non_clock_inputs
set_output_delay [expr $clk_period * $clk_io_pct] -clock clk0 [all_outputs]
```
`/design/flow/design.v`:
```
`timescale 1ns / 1ps
module fixed_32_capped_mult(
    input signed [31:0] a_in,       
    input signed [31:0] b_in,       
    output signed [15:0] p_out,     
    output wire overflow,          
    output wire underflow_q        
);
    localparam integer FRACT_BITS = 8;
    localparam signed [15:0] Q8_8_MAX = 16'h7FFF;  
    localparam signed [15:0] Q8_8_MIN = 16'h8000;  
    localparam signed [63:0] Q8_8_MAX_EXT = 64'h0000_0000_0000_7FFF;
    localparam signed [63:0] Q8_8_MIN_EXT = 64'hFFFF_FFFF_FFFF_8000;
    wire signed [63:0] product_full;
    wire signed [63:0] p_raw_shifted; 
    assign product_full = a_in * b_in;
    assign p_raw_shifted = product_full >>> FRACT_BITS;
    assign overflow = (p_raw_shifted > Q8_8_MAX_EXT);
    assign underflow_q = (p_raw_shifted < Q8_8_MIN_EXT);
    assign p_out = overflow ? Q8_8_MAX :underflow_q ? Q8_8_MIN :p_raw_shifted[15:0];
endmodule
```
`/design/flow/run.sh`:
```
#!/bin/bash
# OpenROAD 26Q1-2900-gdf79404cd8, Yosys 0.63+post, stock flow scripts
make -C /OpenROAD-flow-scripts/flow DESIGN_CONFIG=/design/flow/config.mk WORK_HOME=/design/flow/orfs finish
```
==> CHANGELOG.md <==
## Implementation

- DIE AREA: about 94000 sq um
- Die Wd: just over 300 microns
- CP Data Required Time: 20.80 ns
- ANT cells: 0
- CP Depth: 28
- Post-CTS Resized: 0
- Yosys cell count: 4044
- Worst Setup EP: p_out[10]
- First-pass GRT wire length: 154 mm
- RSZ-0062 raised after global routing: false
- Setup Slack @ Placement: 5.28 ns
- Setup Fix Bufs, Post-CTS: 0
- Worst Setup Start Kind: input port
- Share of cells above drive strength 1: 0.0222
- Met2 Resource Use GR: 0.354
- Top cells by count: 1081 x fa_1, 941 x inv_1, 550 x nand2_1
- Post-layout min period: 20.63 ns
- Vias in the first global route: just under 30000
- Worst Setup SP: b_in[2]
- # setup viols final: 0
- Register area: 0 sq um
- Final Hold Viols: 0
- Cycle use final: 0.793
- Slowest-stage cell, CP: fa_1
- GR Overflow Total: 0
- Yosys adder share: 0.642
- Post-synthesis xor/xnor area fraction: 0.0108
- CP top delay family: adder cells
- Port bufs: 82
- Number of detailed-route iterations in the first pass: 7
- Crit path kind: in2out
- Init Core Util: 0.405
- Drt initial violations: roughly 1100
- Basic Gates by Area: 0.177
- Logic family by area: adder cells
- Yosys warning total: 0
- Synth top cell by count: fa_1
- Data arrival, critical path: about 15 ns
- Crit path largest cell delay: about 1.0 ns
- Dpl hpwl: approximately 76 mm
- Cts hold-fix bufs: 0
- Post-Synth AOI/OAI Area: 0.0506
- Core Box Area: around 90000 sq um
- Initial antenna violation count: 0
- # rows: between 100 and 150
- Vias: roughly 26000
- Area leader share: 0.581
- Final Non-Filler Cells: 5210
- Die span in y: 307 microns
- DRC errors left: 0
- Max_cap viols: 0
- Largest net degree at the start of global routing: 33
- Register share after synthesis: 0
- Yosys stat area: about 37000 sq um
- Mapped Cells: approximately 4000
- Routability Congestion: 0.980
- DP Cell Count: ~5200
- Final worst slack: between 5 and 6 ns
- Post-Route WL: about 90 mm
- Log Warnings: 32
- Worst Hold Class: in2out
- Total negative slack: 0 ns
- Final antenna-violating net count: 0
- Registers: 0
- Clock Buffer Count: 0
- Mapped Area: between 30000 and 40000 sq um
- Avg WL per Cell: 17.2 microns
- Crit path top cell by count: fa_1
- Met1 GRT Util: 0.326
- Avg Cell Area, Syn: between 9 and 10 sq um
- MUX share of area: 0.00114
- Synthesis-to-finish area growth: 5.37%
- Status: complete, no violations
- Global routing usage on met3: 0.0617
- Vias per cell: ~5
- Fin. max-slew vios: 0
- Worst rel slew slack: 0.389
- Maximum clock frequency: between 0.04 and 0.05 GHz
- Worst-path maximum fanout: 32
- GRT busiest layer: met2
- Worst Path Buf+Inv: 7
- Leading area contributor after synthesis: fa_1
- Critical Path Sink Type: primary output
- Overall Global Routing Usage: 0.220
- Synth cell types: approximately 73
- # IOs: 82
- Placed Area: roughly 39000 sq um
- Least-Margin Pin Slew: between 0.9 and 1 ns
- Finished Cell Area: around 40000 sq um
- Largest cells by area: fa_1 58%, inv_1 9.5%, and2_1 8.6%, ha_1 6.1%, nand2_1 5.5%
## area by class of cell
class                      instances  area, sq um
fill                            9085        52700
tap                             1243         1560
multi-input combinational       2876        32800
inverter                         942         3540
timing repair buffer             149         1320
## logic make-up (layout without fill, tap and decap cells)
| logic type | after synthesis | after routing |
|---|---|---|
| xor+xnor | 46 | 46 |
| buf+inv | 1168 | 1091 |
| compound gates | 272 | 272 |
| simple gates | 1293 | 1293 |
| mux | 4 | 4 |
| fa+ha+maj | 1261 | 1261 |
## layout by cell type, fill, tap and decap left out, types with 24 or more instances in the layout
cell type	n
fa_1	1081
nor2_1	68
clkdlybuf4s50_1	82
nor3_1	30
o21a_1	24
a21oi_1	69
nand2_1	550
o21ai_0	29
nand4_1	29
inv_1	941
ha_1	180
xnor2_1	40
buf_4	67
and2_1	512
## routing by layer
metal | wire length, microns | vias to the layer above
li1 | - | 11660
met1 | 37700 | 13530
met2 | 44600 | 801
met3 | 6460 | 60
met4 | 841 | 0
met5 | 0 | -
## worst min-delay path, stage by stage
cell	delay, ns
clkdlybuf4s50_1	0.41
buf_4	0.23
nand4_1	0.20
nor2_1	0.06
nand2_1	0.06
nand2_1	0.05
a21oi_1	0.17
xnor2_1	0.12
o21a_1	0.18
clkdlybuf4s50_1	0.40
## stage by stage
stage | hold slack (ns) | util
after global placement | 12.29 | 0.427
after CTS | 12.30 | 0.427
after detailed placement | 12.29 | 0.427
after global routing | 12.39 | 0.427
after floorplan | 10.96 | -
final | 12.28 | 0.427
## worst min-delay path by stage
stage         slack, ns  endpoint  depth (start not counted)    start
finish            12.28  p_out[0]                         10  b_in[1]
global route      12.39  p_out[0]                         10  b_in[0]
CTS               12.30  p_out[0]                         10  b_in[0]
